==> flow/design.v <==
module odd_counter(clk,reset,cnt_o);
input logic clk,reset;
output logic[7:0]cnt_o;
logic [7:0]next_cnt;
always_ff@(posedge clk or posedge reset) begin
	if(reset)
		cnt_o<=8'h1;
	else
		cnt_o<=next_cnt;
end
assign next_cnt=cnt_o+8'h2;
endmodule
==> flow/run.sh <==
#!/bin/bash
# OpenROAD 26Q1-2900-gdf79404cd8, Yosys 0.63+post, stock flow scripts
make -C /OpenROAD-flow-scripts/flow DESIGN_CONFIG=/design/flow/config.mk WORK_HOME=/design/flow/orfs finish
==> flow/constraint.sdc <==
current_design odd_counter

set clk_period 1.3
set clk_io_pct 0.2

create_clock -name clk0 -period $clk_period [get_ports {clk}]

set non_clock_inputs [all_inputs -no_clocks]
set_input_delay [expr $clk_period * $clk_io_pct] -clock clk0 $non_clock_inputs
set_output_delay [expr $clk_period * $clk_io_pct] -clock clk0 [all_outputs]
==> flow/config.mk <==
export PLATFORM = sky130hd
export DESIGN_NAME = odd_counter
export DESIGN_NICKNAME = odd_counter
export VERILOG_FILES = /design/flow/design.v
export SDC_FILE = /design/flow/constraint.sdc
export NUM_CORES = 4
export LEC_CHECK = 1
export CORE_AREA = 10 10 70 70
export DIE_AREA = 0 0 80 80
==> impl_metrics.tcl <==
# place-and-route summary
set metrics [dict create \
    required_ps 1040 \
    nFillCells 388 \
    finalHoldViolCount 0 \
    p_comb_share_pct 1.8 \
    cts_tree "yes" \
    io_pins 10 \
    worst_slack_ps 155.4 \
    hpwlAfterDp_um 543.9 \
    ys_chip_area_um2 276.5 \
    hold_slack_ps 239.1 \
    ir_drop_mv 0.2498 \
    clk_pin_slew_ps 60 \
    grt_max_degree 8 \
    final-comb-area_um2 86.33 \
    rsz0062_at_grt "no" \
    largest_reg_flops 7 \
    dpl_cell_area_um2 414.1 \
    topCombFamilyByArea "XOR/XNOR gates" \
    total_power_uw 426.4 \
    regArea_um2 175.2 \
    critical_path_arrival_ps 880 \
    root_buffer "clkbuf_4" \
    final_layout_size_suffix_gt1_share_pct 25.00 \
    reg_top3 "cnt_o x7" \
    cellInternalPower_uw 338.3 \
    fin_tns_setup_ps 0 \
    drc 0 \
    fmax_ghz 0.8737 \
    ys_sh_simple_pct 9.502 \
    max_stage_delay_ps 380 \
    fin_crit_sh_pct 88.04 \
    p_sw_share_pct 20.65 \
    grt_pass1_vias 244 \
    timing_max_transition_violations_final 0 \
    grt_usage_pct 2.420 \
    coreArea_mm2 0.003416 \
    vias 226 \
    fin_crit_ps 1145 \
    startpoint_type "flip-flop" \
    firstDrtPassIters 1 \
    skew_ps 8.189 \
    finalInstanceArea_um2 476.7 \
    syn_to_final_growth_pct 72.40 \
    clock_latency_ps 260 \
    yosys_warnings 1 \
    syn_inst 22 \
    hp-class "input pin to asynchronous set/reset pin" \
    post_drt_wl_per_cell_um 8.500 \
    antenna_found_initial 0 \
    outcome "complete, no violations" \
    antenna_cells 0 \
    dr.first_iter.drc_count 0 \
    fp.dieW_um 80 \
    cts_inserted_buffers 3 \
    fin_util_pct 13.96 \
    path_buffers 1 \
    dp.cells 76 \
    synth_stat.cells 22 \
    gr-total-overflow 0 \
    ys_ff 7 \
    switching_power_uw 88.04 \
    ant_nets 0 \
    dieArea_mm2 0.006400 \
    synth-xor-area-share_pct 15.84 \
    p_seq_share_pct 51.2 \
    leakagePower_nw 0.2354 \
    place.gp.congestion 0.7116 \
    finalSetupViolations 0 \
    worstPathCellList "dlygate4sd2_1" \
    synthAdderAreaFrac_pct 4.525 \
    cp_max_fo 2 \
    cts_buffer_depth 2 \
    p_clk_share_pct 47.1 \
    cp_top_family "flip-flops" \
    final_cells 86 \
    viasPerCell 2.628 \
    wirelength_um 731 \
    power_density_mw_per_mm2 894.4 \
    synth_cell_types 9 \
    ys_sh_mux_pct 0 \
    postSynthSeqShare_pct 63.35 \
    syn_avg_cell_area_um2 12.57 \
    port-buffer-count 8 \
    cts_num_sinks 7 \
    top_register "cnt_o" \
    aoi_share_pct 0 \
    place_ws_ps 151.4 \
    htreeDepth 1 \
    critPathKind "flip-flop to output port" \
    fp.dieH_um 80 \
    warnings 25 \
    num_rows 21 \
    worst_setup_path_end_kind "output port" \
    syn_area_um2 276.5 \
    maxCapViolations 0 \
    grt_pass1_wl_mm 1.221 \
    fp_util_pct 8.095 \
    critPathSlowestCell "dfrtp_1" \
]
==> logic make-up (layout without fill, tap and decap cells) <==
kind of cell / count (synthesis) / count (layout)
xor gates and xnor gates: 5 / 5
other: 1 / 1
adders and majority gates: 1 / 1
DFF: 7 / 7
and+or+nand+nor: 5 / 5
buffers and inverters: 3 / 21
==> synth_stat cells <==
library cell	n	area share (%)
dfrtp_1	7	63
nand3_1	4	7.2
xnor2_1	4	13
inv_1	2	2.7
and3_1	1	2.3
buf_4	1	2.7
conb_1	1	1.4
ha_1	1	4.5
xor2_1	1	3.2
==> layout make-up <==
cell class,instances,share of cell area [%]
Sequential cell,7,36.75
Multi-Input combinational cell,12,18.11
Timing Repair Buffer,15,25.98
Tap cell,46,12.07
Inverter,2,1.575
Clock buffer,4,5.512
==> power by group through the flow <==
stage	Clock, mW	Sequential (mW)	Combinational (mW)
final	0.201	0.218	0.00759
after global routing	0.216	0.218	0.00886
after CTS	0.204	0.218	0.00785
==> path summary, 6_finish.rpt <==
check	start	endpoint	slack (ps)	cells past startpoint
max in group asynchronous	reset	cnt_o[5]$_DFF_PP0_	830	2
max	cnt_o[2]$_DFF_PP0_	cnt_o[2]	160	1
min reg2reg	cnt_o[1]$_DFF_PP0_	cnt_o[1]$_DFF_PP0_	530	2
min	reset	cnt_o[7]$_DFF_PP0_	240	2
max reg2reg	cnt_o[1]$_DFF_PP0_	cnt_o[5]$_DFF_PP0_	220	4
min in group clk0	cnt_o[1]$_DFF_PP0_	cnt_o[1]$_DFF_PP0_	530	2
==> what timing repair did <==
action,CTS,global route
endpoints found under the setup margin,7,0
hold buffers,0,0
resized,7,0
setup buffers,6,0
==> worst register-to-register path: stages, from the launching register on <==
cell	delay [ps]
dfrtp_1	370
buf_4	140
ha_1	230
nand3_1	120
xnor2_1	120
==> layout by cell type, fill, tap and decap left out <==
master / count
nand3_1: 4
xor2_1: 1
clkdlybuf4s50_1: 1
inv_1: 2
and3_1: 1
ha_1: 1
dlygate4sd2_1: 7
xnor2_1: 4
clkbuf_4: 3
conb_1: 1
clkbuf_1: 1
dfrtp_1: 7
buf_4: 7
==> routing by layer <==
metal  share of wire [%]  up-vias  wire length [um]  global-route usage [%]
met5                   0        -                 0                       0
met4                 4.2        0                31                   1.056
met3                 9.8        5                72                   1.477
met2                  47        8               346                   3.531
met1                  38      110               280                   2.763
li1                    -      103                 -                       -
Power figures rest on the tool's default switching activity, not on a simulated workload.
