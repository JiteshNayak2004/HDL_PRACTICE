## design/flow/config.mk

```make
export PLATFORM = sky130hd
export DESIGN_NAME = alu
export DESIGN_NICKNAME = alu
export VERILOG_FILES = /design/flow/design.v
export SDC_FILE = /design/flow/constraint.sdc
export NUM_CORES = 4
export LEC_CHECK = 1
export CORE_AREA = 10 10 99 99
export DIE_AREA = 0 0 109 109
export SYNTH_HDL_FRONTEND = slang
```

## design/flow/constraint.sdc

```tcl
current_design alu

set clk_period 4.2
set clk_io_pct 0.2

create_clock -name clk0 -period $clk_period

set non_clock_inputs [all_inputs -no_clocks]
set_input_delay [expr $clk_period * $clk_io_pct] -clock clk0 $non_clock_inputs
set_output_delay [expr $clk_period * $clk_io_pct] -clock clk0 [all_outputs]
```

## design/flow/run.sh

```bash
#!/bin/bash
# OpenROAD 26Q1-2900-gdf79404cd8, Yosys 0.63+post, stock flow scripts
make -C /OpenROAD-flow-scripts/flow DESIGN_CONFIG=/design/flow/config.mk WORK_HOME=/design/flow/orfs finish
```

## design/flow/design.v

```verilog
module alu(a_i,b_i,op_i,alu_o);
input     logic [7:0]   a_i;   
input     logic [7:0]   b_i;   
input     logic [2:0]   op_i;  
output    logic [7:0]   alu_o;  
  localparam  OP_ADD = 3'b000;
  localparam  OP_SUB = 3'b001;
  localparam  OP_SLL = 3'b010;
  localparam  OP_LSR = 3'b011;
  localparam  OP_AND = 3'b100;
  localparam  OP_OR  = 3'b101;
  localparam  OP_XOR = 3'b110;
  localparam  OP_EQL = 3'b111;
  logic carry;
always_comb begin
	case(op_i)
		OP_ADD: begin
			{carry,alu_o}={1'b0,a_i}+{1'b0,b_i};
		end
		OP_SUB: begin
			alu_o=a_i-b_i;
		end
		OP_SLL: begin
			alu_o[7:0]=a_i<<b_i[2:0];
		end
		OP_LSR: begin
			alu_o[7:0]=a_i>>b_i[2:0];
		end
		OP_AND: begin
			alu_o=a_i&b_i;
		end
		OP_OR: begin
			alu_o=a_i | b_i;
		end
		OP_XOR: begin
			alu_o=a_i^b_i;
		end
		OP_EQL: begin
			if(a_i==b_i)
			alu_o=8'b1;
			else
			alu_o=8'b0;
		end
	endcase	
end
endmodule
```

==> results_dict.tcl <==
# metrics dict for downstream scripts
set metrics [dict create \
    avgRoutedWirePerCell_um 14.6 \
    regArea_um2 0 \
    warnings 48 \
    max_freq_mhz 244 \
    cts_hold_buf 0 \
    critPathKind "in2out" \
    die_x_um 109 \
    powerDensity_nw_per_um2 118 \
    rows 32 \
    use_met2_pct 15.8 \
    vias 1922 \
    drt-total-wl_um 5700 \
    synth_top_area_share_pct 17.9 \
    n_clock_buffer 0 \
    busiest_layer "met2" \
    use_met3_pct 1.49 \
    required_ns 3.36 \
    gp_congestion 0.956 \
    hold_ws_ns 2.46 \
    grt_pass1_wl_um 9160 \
    overflow 0 \
    vias_per_cell 4.93 \
    finalCriticalPeriod_ns 4.09 \
    fin_crit_sh_pct 97.4 \
    worstMarginPinSlew_ns 0.388 \
    syn_to_final_growth_pct 43.5 \
    fin_cells 390 \
    drive_above_1_share_pct 23.6 \
    grt_max_degree 30 \
    drc_errors 0 \
    dieArea_um2 11900 \
    num-fill-cells 799 \
    logic_area_um2 1580 \
    n_sequential_cell 0 \
    p_leak_nw 1.07 \
    cp-start-kind "primary input" \
    synthCells 236 \
    yosysTopAreaCell "ha_1" \
    grt_use_total_pct 9.32 \
    core_um2 7730 \
    drt_pass1_iterations 4 \
    synth.distinct_cells 49 \
    end_kind "output port" \
    fin_setup_tns_ns 0 \
    cp-endpoint "alu_o[2]" \
    drv_slew 0 \
    synth_area_um2 1680 \
    fp_util_pct 21.7 \
    dpl.hpwl_um 4630 \
    combPwrFrac_pct 100.0 \
    ys_cells 236 \
    drv_cap 0 \
    final-hold-violation-count 0 \
    hold_path.class "in2out" \
    clockPowerShare_pct 0 \
    postRouteAntennaNets 0 \
    finalSetupViolations 0 \
    n_antenna_cell 0 \
    arrival_ns 3.25 \
    yosysChipArea_um2 1680 \
    lay_top_cells "39 x buf_4, 25 x nand2_1, 23 x inv_1, 23 x clkdlybuf4s50_1, 20 x ha_1" \
    grt_pass1_vias 1860 \
    drtIter0Drc 132 \
    globalRouteMet1Util_pct 12.4 \
    dp.cells 384 \
    p_int_mw 0.147 \
    seqPwrFrac_pct 0 \
    peakVddDrop_uv 48.9 \
    num_io_pins 27 \
    syn_area_per_cell_um2 7.12 \
    topCellsByArea "ha_1 18%, a21oi_1 6.0%, o21ai_0 5.7%" \
    status "finished, final reports clean" \
    power.switching_mw 0.137 \
    timing.final.ws_setup_ns 0.108 \
    lay_top_count "buf_4" \
    yosysSeqAreaShare_pct 0 \
    die_y_um 109 \
    grt_antenna_before_repair 0 \
    io_buffers 27 \
    cp-startpoint "b_i[1]" \
    maxSlewHeadroom_pct 74.1 \
    switching_share_pct 48.2 \
    ys_warn_count 0 \
    cp_max_fo 6 \
    dpl_worst_slack_ns -0.100 \
]
==> cell type report <==
type / instances / area share, %
Multi-Input combinational cell: 196 / 65.4
Inverter: 23 / 3.58
Tap cell: 102 / 5.29
Timing Repair Buffer: 69 / 25.7
==> worst min path at each step <==
stage	startpoint	endpoint	slack [ns]	depth (start not counted)
CTS	b_i[6]	alu_o[7]	2.90	7
finish	a_i[0]	alu_o[1]	2.46	6
global route	b_i[0]	alu_o[1]	2.55	6
==> critical path: stages <==
cell and delay [ns]:
clkdlybuf4s50_1 0.49, inv_1 0.07, buf_4 0.17, fa_2 0.38, o21ai_0 0.17, nand2b_1 0.09, a21oi_2 0.15, a211oi_2 0.06
a22oi_1 0.19, o21a_1 0.15, clkdlybuf4s50_1 0.49
==> synth_stat cells, types with 4 or more instances <==
library cell and n:
inv_1 23, nand2_1 25, clkbuf_1 5, and3_1 4, a21oi_1 20, a32oi_1 4
mux2i_1 6, o21ai_0 19, nor2_1 15, buf_2 8, ha_1 24, xnor2_1 6
mux4_2 4, nand2b_1 6, nand3_1 5
==> cells by family (layout without fill, tap and decap cells) <==
group | Yosys count | count (layout) | share of synthesized area (%)
multiplexers | 13 | 13 | 12.7
buffers and inverters | 40 | 92 | 10.9
AND-OR/OR-AND | 75 | 75 | 30.5
XOR/XNOR | 8 | 8 | 4.17
adder cells (fa/ha/maj) | 26 | 26 | 20.3
AND/OR/NAND/NOR | 74 | 74 | 21.5
==> stage by stage <==
step	utilization (%)	power [mW]	area (um2)
final	31.2	0.283	2410
after global routing	31.2	0.313	2410
after CTS	29.4	0.266	2270
after detailed placement	29.3	0.264	2260
after global placement	29.3	0.266	2260
after floorplan	-	0.150	1680
==> layer usage <==
layer	vias to the layer above	wire length (um)
met3	6	332
li1	957	-
met4	0	123
met5	-	0
met2	66	2590
met1	893	2660
==> power by group through the flow <==
| stage | clock [mW] | sequential, mW | combinational (mW) |
|---|---|---|---|
| 4_1_cts | 0 | 0 | 0.266 |
| 5_1_grt | 0 | 0 | 0.313 |
| 6_report | 0 | 0 | 0.283 |
==> repair_timing <==
action,in CTS,in global routing
setup buffers,0,6
endpoints found under the hold margin,0,0
pin swaps,2,4
endpoints found under the setup margin,3,8
gates resized,5,20
No activity file was given, so power comes from the tool's default toggle rates.
