**/design/flow/config.mk**
```make
export PLATFORM = sky130hd
export DESIGN_NAME = ff
export DESIGN_NICKNAME = ff
export VERILOG_FILES = /design/flow/design.v
export SDC_FILE = /design/flow/constraint.sdc
export NUM_CORES = 4
export LEC_CHECK = 1
export CORE_AREA = 10 10 78 78
export DIE_AREA = 0 0 88 88
```
**/design/flow/constraint.sdc**
```tcl
current_design ff

set clk_period 1.0
set clk_io_pct 0.2

create_clock -name clk0 -period $clk_period [get_ports {clk}]

set non_clock_inputs [all_inputs -no_clocks]
set_input_delay [expr $clk_period * $clk_io_pct] -clock clk0 $non_clock_inputs
set_output_delay [expr $clk_period * $clk_io_pct] -clock clk0 [all_outputs]
```
**/design/flow/design.v**
```verilog
module ff(d,clk,reset,q_norst,q_syncrst,q_asyncrst);
input logic clk;
input logic [7:0]d;
input logic reset;
output logic [7:0]q_norst;
output logic [7:0]q_syncrst;
output logic [7:0]q_asyncrst;
always_ff @(posedge clk) begin
	q_norst<=d;
end
always_ff @(posedge clk) begin
	if(reset)
	q_syncrst<=0;
	else
	q_syncrst<=d;
end
always_ff @(posedge clk or posedge reset) begin
	if(reset)
	q_asyncrst<=0;
	else
	q_asyncrst<=d;
end
endmodule
```
**/design/flow/run.sh**
```bash
#!/bin/bash
# OpenROAD 26Q1-2900-gdf79404cd8, Yosys 0.63+post, stock flow scripts
make -C /OpenROAD-flow-scripts/flow DESIGN_CONFIG=/design/flow/config.mk WORK_HOME=/design/flow/orfs finish
```
==> reports/metrics.cfg <==
[clocking]
clock_path_buffers=2
htree_num_levels=1
cts_tree=yes
cts_hold_buffers=0
post-cts-setup-buffers=0
clkTransAtPathRegs_ns=0.07
cts.sinks=24
cts-root-buf=clkbuf_8
cts_inserted_buffers=3

[sta]
final_report_max_slew_violation_count=0
final_min_period_over_clock_period=0.941
max_slew_margin=0.919
tns_ns=0
grt_setup_unrepaired=no
finalCriticalPeriod_ns=0.941
worst_pin_slew_ns=0.121
final.setup.worst_slack_ns=0.0590
report.final.setup_viol=0
timing.final.hold_violations=0
max_clock_freq_mhz=1060

[global_route]
grt_util_met1=0.0441
global_route.usage.met3=0.0281
wire_length_of_the_first_global_routing_pass_um=2350
global_route.peak_usage_layer=met2
grt_remaining_overflow=0
met2_usage=0.0628
grt_antenna_before_repair=0
via_count_of_the_first_global_routing_pass=409
groute.usage.overall=0.0398
grt_max_degree=13

[setup_path]
critPathBufInv=1
worst-endpoint-required_ns=0.80
slowest_stage=dfxtp_1
crit_path_max_fanout=1
crit_chain=clkdlybuf4s15_1
critPathCapture=q_norst[3]
timing.critical_path.arrival_ns=0.74
critical_path.endpoint_type=output pin
worst-path-stages=1
path_delay_family=flip-flops
path_class=flip-flop to output pin
startpoint_type=flip-flop
worst_stage_delay_on_the_critical_path_ns=0.31
crit_start=q_norst[3]$_DFF_P_

[route]
drt_first_iter_violations=3
wire_per_inst_um=11.7
vias_per_cell=2.97
antenna_left=0
num_antenna_cells=0
routed-via-count=368
detail_route.first_pass.iterations=3
wirelength_um=1450
drc=0

[die]
die_height_um=88
core_mm2=0.00441
fp_util=0.130
boundaryPins=34
placement_rows=24
die-area_mm2=0.00774
floorplan.die.width_um=88

[synthesis]
top_cells_by_area=dfxtp_1, dfrtp_1, nor2b_1
yosys_warnings=1
ys_seq_frac=0.906
enable_flop_cells=0
netlist.area_leader.share=0.558
most_common_cell=dfxtp_1
synth_stat.cells=33
syn-instance-count=33
synthesis.area_um2=574
yosys.area.top_type=dfxtp_1
yosys.stat.chipArea_um2=574
synthFlopType=dfxtp_1
common_cells=dfxtp_1, dfrtp_1, nor2b_1, inv_1
avg_inst_size_synth_um2=17.4
async_set_or_reset_register_ratio_after_synthesis=0.333
postSynthRegisterBits=24
distinct_cells_synth=4

[power]
total_power_density_per_cell_area_mw_per_mm2=1710
leakagePower_nw=0.426
vdd.ir_drop.worst_mv=0.750

[place]
gp_congestion=0.735
post-place-ws_ns=-0.00447
detailed_place_hpwl_um=1220
numPortBuffers=33

[status]
run_status=finished, final reports clean

[finish]
drive_gt1_frac=0.292
areaGrowthSynthToFinish_pct=72.3
fillCellCount=460

[min_path]
hold_path.class=input pin to asynchronous set/reset pin

[flow_run]
cap_violations=0
warning_count=25

-- registers in the layout, summed over array words and instances, names as in the netlist --
signal and flops:
q_asyncrst 8, q_norst 8, q_syncrst 8
-- power by group --
part           leakage [nW]  switching (mW)  internal [mW]  total, mW
Clock                0.0216           0.270          0.268      0.538
Sequential            0.228          0.0111           1.01       1.02
Combinational         0.176          0.0364         0.0929      0.129
-- layout by cell type (no fill, tap or decap) --
| cell | instances |
|---|---|
| clkdlybuf4s15_1 | 14 |
| dfxtp_1 | 11 |
| clkdlybuf4s50_1 | 9 |
| nor2b_1 | 8 |
| buf_2 | 8 |
| dfrtp_1 | 8 |
| dfxtp_2 | 5 |
| clkbuf_8 | 3 |
| buf_4 | 3 |
| clkbuf_2 | 2 |
| inv_1 | 1 |
-- per-layer routing --
layer  wire length, um  share of wire
met4                11         0.0076
met1               508           0.35
met2               707           0.49
met5                 0              0
met3               222           0.15
-- final cells by class --
type	count	area (um2)	share of cell area
Clock buffer	3	41.3	0.0417
Inverter	1	3.75	0.00379
Multi-Input combinational cell	8	50.0	0.0506
Tap cell	52	65.1	0.0657
Sequential cell	24	527	0.532
Timing Repair Buffer	36	303	0.306
-- what timing repair did --
| item | CTS | global route |
|---|---|---|
| setup endpoints to repair | 24 | 6 |
| endpoints found under the hold margin | 0 | 0 |
| gates resized | 54 | 9 |
-- metrics by stage --
stage / utilization / instances / hold slack (ns) / cell area, um2 / power, mW
CTS: 0.224 / 124 / 0.373 / 991 / 1.73
global placement: 0.225 / 121 / 0.670 / 992 / 1.21
detailed placement: 0.225 / 121 / 0.659 / 992 / 1.21
finish: 0.224 / 124 / 0.373 / 990 / 1.69
global route: 0.224 / 124 / 0.395 / 990 / 1.80
floorplan: - / 33 / 0.0157 / 574 / 1.05
-- worst min-delay path by stage --
stage	start	end	slack, ns
6_report	reset	q_asyncrst[3]$_DFF_PP0_	0.37
5_1_grt	reset	q_asyncrst[6]$_DFF_PP0_	0.39
4_1_cts	reset	q_asyncrst[3]$_DFF_PP0_	0.37
-- logic make-up (layout without fill, tap and decap cells) --
logic type | after synthesis | count (layout) | share of synthesized area
DFF | 24 | 24 | 0.906
and+or+nand+nor | 8 | 8 | 0.0871
buffers and inverters | 1 | 40 | 0.00653
-- worst min-delay path, delay by kind of cell --
kind / cells / cell delay, ns
buffers and inverters: 4 / 0.75
No activity file was given, so power comes from the tool's default toggle rates.
